## flow/run.sh

```bash
#!/bin/bash
# OpenROAD 26Q1-2900-gdf79404cd8, Yosys 0.63+post, stock flow scripts
make -C /OpenROAD-flow-scripts/flow DESIGN_CONFIG=/design/flow/config.mk WORK_HOME=/design/flow/orfs finish
```

## flow/config.mk

```make
export PLATFORM = sky130hd
export DESIGN_NAME = Synchronous_FIFO
export DESIGN_NICKNAME = Synchronous_FIFO
export VERILOG_FILES = /design/flow/design.v
export SDC_FILE = /design/flow/constraint.sdc
export NUM_CORES = 4
export LEC_CHECK = 1
export CORE_UTILIZATION = 30
```

## flow/constraint.sdc

```tcl
current_design Synchronous_FIFO

set clk_period 4.8
set clk_io_pct 0.2

create_clock -name clk0 -period $clk_period [get_ports {clk}]

set non_clock_inputs [all_inputs -no_clocks]
set_input_delay [expr $clk_period * $clk_io_pct] -clock clk0 $non_clock_inputs
set_output_delay [expr $clk_period * $clk_io_pct] -clock clk0 [all_outputs]
```

## flow/design.v

```verilog
module Synchronous_FIFO #(parameter DEPTH = 8, DATA_WIDTH = 6) (clk, rst_n, wr_en, rd_en, FULL, EMPTY, data_in, data_out, wr_ptr, rd_ptr);
parameter ptr_bits = $clog2(DEPTH);
input clk, rst_n, wr_en, rd_en;
output FULL, EMPTY;
input [DATA_WIDTH-1:0] data_in;
output reg [DATA_WIDTH-1:0] data_out;
reg [DATA_WIDTH-1:0] fifo [DEPTH-1:0];
output reg [ptr_bits:0] wr_ptr, rd_ptr;
always@(posedge clk)
	begin
		if (!rst_n)
			wr_ptr <= {ptr_bits{1'b0}};			 
		else if (wr_en && !FULL)
			begin
        			fifo[wr_ptr[ptr_bits-1:0]] <= data_in;  
				wr_ptr <= wr_ptr + 1'b1;
			end
	end
always@(posedge clk)
	begin
		if (!rst_n)
			begin
				rd_ptr <= {ptr_bits{1'b0}};		 
				data_out <= {DATA_WIDTH{1'b0}};
			end
		else if (rd_en && !EMPTY)
			begin
        			data_out <= fifo[rd_ptr[ptr_bits-1:0]];  
				rd_ptr <= rd_ptr + 1'b1;
			end
	end
assign FULL = ({!wr_ptr[ptr_bits], wr_ptr[ptr_bits-1:0]} == rd_ptr[ptr_bits:0]);
assign EMPTY = (wr_ptr[ptr_bits:0] == rd_ptr[ptr_bits:0]);
endmodule
```

==> commit_impl_results.txt <==
Record implementation results from latest flow run

- For this run, design rule violations remaining after detail routing come to 0.
- Largest net degree at the start of global routing: 23
* Setup Fix Bufs, Post-CTS: 0
- The detail route stage leaves a number of antenna-violating nets equal to 0.
- Per STA, the highest per-stage delay on the worst path measures 0.70 ns.
- Critical Path End Type: output pin
- The CTS log lists the clock sinks for this run as 62.
- Final-report hold violation count: 0
- Initial drt markers: 64
- The detailed router placed 1,354 vias in this run.
- Dividing total power by cell area gives a power density of 398 nW/um2.
- Unrepaired setup endpoints after global routing: false
* Die Footprint: 9220 um2
* Chip area in the Yosys report: 2650 um2
* Max Clock Skew: 0.00936 ns
- Hold Path Class: flip-flop to flip-flop
* Core outline area: 8380 um2
* Internal power: 946 uW
- Number of OpenROAD warnings: 25
- Per the GRT congestion report, total overflow comes to 0.
- The synthesized design contains 48 enable-type register cells.
* Net switching power: 303 uW
- Resize count post-CTS: 0
- Once layout is complete, the cells apart from fillers number 293.
* Combined area of all synthesized cells: 2650 um2
- Maximum buffer depth of the clock tree: 2
* Synth-to-layout area growth: 18.4%
- Adding up every negative setup slack in the final design gives 0 ns.
* Crit path DRT: 3.84 ns
- Cell class contributing the biggest share of worst-path delay: flip-flops
- Endpoints failing setup: 0
- Final Critical Period: 3.04 ns
- The die is 96.0 um tall.
* # diodes: 0
* Period Utilization, post-route: 63.3%
- In the global route stage, overall resource usage came out at 11.5%.
* Most common library cell in the layout ignoring fill and taps: sky130_fd_sc_hd__edfxtp_1
- Leakage component of the power: 1.02 nW
- Pwr Total: 1.25 mW
- After detailed placement, the design holds a cell count of 277.
- Clock root buffer: sky130_fd_sc_hd__clkbuf_8
- Crit path buffers/inverters: 1
- Fraction of power consumed by sequential logic: 50.0%
* Max Clock Freq: 329 MHz
- For this configuration, the core starts out at a cell density of 31.6%.
- Detailed-placement wirelength estimate: 3.18 mm
* Worst slew margin: 42.7%
* Clock network fraction of design power: 35.4%
- STA lists the maximum fanout along the critical path as 11.
* Count of H-tree levels built during CTS: 3
* Routed wire length: 4.56 mm
- Number of slew-limit violations in the final report: 0
* Global-route wire length before repair: 7.21 mm
- Crit start category: flip-flop
- Most common flop cell mapped by yosys: sky130_fd_sc_hd__edfxtp_1
- Per the OpenROAD floorplan log, the width of the die is 96.0 um.
* Clock buffers created by TritonCTS: 9
* Worst endpoint data arrival time: 2.08 ns
- Flops & latches, synth: 62
* Clock network latency to the later pin of the worst-skew pair: 0.33 ns
- Count of standard-cell rows: 33
* Worst slew pin tran: 0.858 ns
- Switching share of total power: 24.2%
* Run status: completed
- Relative contribution of combinational cells to total power: 14.6%
* Clock tree from TritonCTS: yes
- For this design, Yosys synthesis ends with a cell count of 157.
- The worst VDD IR drop from the latest analysis is 162 uV.
* Count of mapped cells out of synthesis: 157
- In this run the maximum-capacitance check reported violations numbering 0.
* Ports placed on the boundary: 26
- First-pass detailed-route iteration total: 4
- The number of different library cells used by synthesis comes to 29.
- Of all flip-flops after synthesis, the portion carrying an async set or reset was 0%.
* Share of synthesized area occupied by flip-flops and latches: 64.9%
- For reference, the critical path cell chain is xnor2_2 -> nand2_1 -> nor3_1 -> clkdlybuf4s50_1.
* Average detailed-routed wire length per instance: 15.6 um
- The post-CTS hold buffer count recorded in the log is 0.
- Clock-pin slew of the registers on the worst-case setup and hold paths: 0.07 ns
- The initial antenna violation count was 0.
- Port Buf Inserts: 25
- Synth warn: 1
* GP Congestion: 0.795
- Leaving out fill and tap cells, the most frequent cells in the layout are 48 x sky130_fd_sc_hd__edfxtp_1, 25 x sky130_fd_sc_hd__clkdlybuf4s50_1, 14 x sky130_fd_sc_hd__dfxtp_1, 10 x sky130_fd_sc_hd__nand2_1, 10 x sky130_fd_sc_hd__mux2i_1.
- The critical path's slowest stage uses the library cell sky130_fd_sc_hd__dfxtp_1.
- The number of global-route vias before repair came to 1,427.
* Proportion of layout cells with a drive suffix above 1: 14.9%
* Kind of critical path: flip-flop to output pin
- DR vias/cell: 4.62
- Average size of a mapped cell: 16.9 um2
==> cells in the mapped netlist (2+ instances only) <==
cell | number | share of area (%)
sky130_fd_sc_hd__dfxtp_1 | 14 | 11
sky130_fd_sc_hd__nand2b_1 | 6 | 1.4
sky130_fd_sc_hd__o21ai_2 | 2 | 0.66
sky130_fd_sc_hd__mux4_2 | 5 | 4.2
sky130_fd_sc_hd__buf_2 | 3 | 0.57
sky130_fd_sc_hd__and2_1 | 2 | 0.47
sky130_fd_sc_hd__o21ai_0 | 5 | 0.94
sky130_fd_sc_hd__mux4_1 | 7 | 6.9
sky130_fd_sc_hd__buf_6 | 4 | 1.7
sky130_fd_sc_hd__buf_4 | 2 | 0.57
sky130_fd_sc_hd__ha_1 | 2 | 0.94
sky130_fd_sc_hd__mux2i_1 | 10 | 3.8
sky130_fd_sc_hd__edfxtp_1 | 48 | 54
sky130_fd_sc_hd__a41oi_4 | 2 | 2.1
sky130_fd_sc_hd__xnor2_2 | 2 | 1.2
sky130_fd_sc_hd__xor2_1 | 4 | 1.3
sky130_fd_sc_hd__nor2_1 | 6 | 0.85
sky130_fd_sc_hd__inv_1 | 2 | 0.28
sky130_fd_sc_hd__nor3_1 | 4 | 0.76
sky130_fd_sc_hd__nand2_1 | 10 | 1.4
sky130_fd_sc_hd__nand3_1 | 3 | 0.57
sky130_fd_sc_hd__a21oi_1 | 6 | 1.1
sky130_fd_sc_hd__nand4_1 | 2 | 0.47
==> worst reg2reg max path, stage by stage, from the launching register on <==
cell and delay [ns]:
sky130_fd_sc_hd__dfxtp_1 0.88, sky130_fd_sc_hd__xnor2_4 0.18, sky130_fd_sc_hd__a41oi_4 0.35, sky130_fd_sc_hd__nand3_1 0.24
sky130_fd_sc_hd__nor3_1 0.65
==> layer usage <==
metal  wire [um]  GRT usage [%]
met3         681           8.76
met4          54           1.49
met5           0              0
met1        1900           15.3
met2        1920           15.8
==> registers in the layout, indices dropped and copies added, names as in the netlist <==
name and cells:
fifo 48, data_out 6, rd_ptr 4, wr_ptr 4
==> metrics by stage <==
stage	util, %	worst slack (ns)	hold slack [ns]	instance area, um2
after floorplan	-	2.53	0.479	2650
after global placement	35.1	1.56	0.509	2940
after detailed placement	35.1	1.53	0.520	2940
after CTS	37.5	1.71	0.528	3140
after global routing	37.5	1.60	0.568	3140
final	37.5	1.76	0.527	3140
==> power groups by stage <==
| stage | registers, mW | logic, mW | clock network (mW) |
|---|---|---|---|
| 6_report | 0.624 | 0.182 | 0.443 |
| 4_1_cts | 0.625 | 0.186 | 0.454 |
| 5_1_grt | 0.628 | 0.202 | 0.477 |
==> logic make-up after synthesis <==
family / after synthesis / synth area share (%)
buffers and inverters: 13 / 4.01
and+or+nand+nor: 34 / 6.23
adders and majority gates: 2 / 0.944
xor gates and xnor gates: 8 / 3.92
muxes: 22 / 15.0
AOI/OAI and AO/OA: 16 / 5.00
DFF: 62 / 64.9
==> cell type report <==
class,count,area [um2]
tap,105,131
sequential,62,1720
multi-input combinational,82,823
timing repair buffer,26,258
inverter,2,7.51
clock inverter,7,73.8
clock buffer,9,124
fill,775,5240
==> path summary, 6_finish.rpt <==
kind              from         end  slack [ns]  depth (start not counted)
max          rd_ptr[1]        FULL        1.76                          4
min          wr_ptr[3]   wr_ptr[3]        0.53                          2
max reg2reg  rd_ptr[2]  fifo[4][4]        2.13                          4
min reg2reg  wr_ptr[3]   wr_ptr[3]        0.53                          2
Power is estimated from default activity; no workload was simulated.
